`config.mk`:
```
export PLATFORM = sky130hd
export DESIGN_NAME = keyboard
export DESIGN_NICKNAME = keyboard
export VERILOG_FILES = /design/flow/design.v
export SDC_FILE = /design/flow/constraint.sdc
export NUM_CORES = 4
export LEC_CHECK = 1
export CORE_UTILIZATION = 50
```
`constraint.sdc`:
```
current_design keyboard

set clk_period 4.6
set clk_io_pct 0.2

create_clock -name clk0 -period $clk_period [get_ports {clk}]

set non_clock_inputs [all_inputs -no_clocks]
set_input_delay [expr $clk_period * $clk_io_pct] -clock clk0 $non_clock_inputs
set_output_delay [expr $clk_period * $clk_io_pct] -clock clk0 [all_outputs]
```
`design.v`:
```
`timescale 1ns / 1ps
module kb_cnt #(
    parameter END=15,
    parameter WIDTH=4
)(
    input clk, 
    input reset, 
    input cnt_inc, 
    output cnt_end, 
    output reg[WIDTH-1:0] cnt
);
assign cnt_end = (cnt == END);
always @(posedge clk, posedge reset) begin
	if (reset) cnt <= 0;
	else if (cnt_end) cnt <= 0;
	else if (cnt_inc) cnt <= cnt + 1;
end
endmodule
`timescale 1ns / 1ps
module keyboard #(
    parameter CNT_THRESHOLD = 100000 - 1
) (
    output reg [3:0] col,
    output reg [3:0] num,
    output reg en,
    output reg [15:0] led,
    input rst,
    input clk,
    input [3:0] row
);
  wire rst_n = ~rst;
  wire cnt_end;
  kb_cnt #(CNT_THRESHOLD, 24) cnt (
      .clk(clk),
      .reset(rst),
      .cnt_inc(1),
      .cnt_end(cnt_end)
  );
  parameter IDLE = 4'b1111;
  parameter S0 = 4'b1110;
  parameter S1 = 4'b1101;
  parameter S2 = 4'b1011;
  parameter S3 = 4'b0111;
  reg [3:0] current_state;
  reg [3:0] next_state;
  wire idle_s0_con = current_state == IDLE && cnt_end;
  wire s0_s1_con = current_state == S0 && cnt_end;
  wire s1_s2_con = current_state == S1 && cnt_end;
  wire s2_s3_con = current_state == S2 && cnt_end;
  wire s3_s0_con = current_state == S3 && cnt_end;
  always @(posedge clk or negedge rst_n) begin
    if (rst_n == 1'b0) begin
      current_state <= IDLE;
    end else begin
      current_state <= next_state;
    end
  end
  always @(*) begin
    case (current_state)
      IDLE: begin
        if (idle_s0_con) begin
          next_state = S0;
        end else begin
          next_state = IDLE;
        end
      end
      S0: begin
        if (s0_s1_con) begin
          next_state = S1;
        end else begin
          next_state = S0;
        end
      end
      S1: begin
        if (s1_s2_con) begin
          next_state = S2;
        end else begin
          next_state = S1;
        end
      end
      S2: begin
        if (s2_s3_con) begin
          next_state = S3;
        end else begin
          next_state = S2;
        end
      end
      S3: begin
        if (s3_s0_con) begin
          next_state = S0;
        end else begin
          next_state = S3;
        end
      end
      default: next_state = IDLE;
    endcase
  end
  always @(posedge clk or negedge rst_n) begin
    if (rst_n == 1'b0) col <= 4'b1111;
    else begin
      case (current_state)
        S0: col <= 4'b1110;
        S1: col <= 4'b1101;
        S2: col <= 4'b1011;
        S3: col <= 4'b0111;
        IDLE: col <= 4'b1111;
        default: col <= 4'b1111;
      endcase
    end
  end
  reg [15:0] key;
  reg [15:0] key_r;
  always @(posedge clk or negedge rst_n) begin
    if (rst_n == 1'b0) key <= 16'h0000;
    else if (cnt_end) begin
      if (col[0] == 0) begin
        key[3:0] <= ~row;
      end
      if (col[1] == 0) begin
        key[7:4] <= ~row;
      end
      if (col[2] == 0) begin
        key[11:8] <= ~row;
      end
      if (col[3] == 0) begin
        key[15:12] <= ~row;
      end
    end
  end
  always @(posedge clk or negedge rst_n) begin
    if (rst_n == 1'b0) begin
      key_r <= 0;
    end else begin
      key_r <= key;
    end
  end
  wire [15:0] key_posedge = (~key_r) & key;
  always @(posedge clk or negedge rst_n) begin
    if (rst_n == 1'b0) begin
      en <= 1'b0;
    end else begin
      if (key_posedge) begin
        en <= 1'b1;
      end else begin
        en <= 1'b0;
      end
    end
  end
  always @(posedge clk or negedge rst_n) begin
    if (rst_n == 1'b0) begin
      num <= 4'h0;
    end else if (key_posedge) begin
      if (key_posedge[0]) num <= 4'hd;
      else if (key_posedge[1]) num <= 4'hc;
      else if (key_posedge[2]) num <= 4'hb;
      else if (key_posedge[3]) num <= 4'ha;
      else if (key_posedge[4]) num <= 4'hf;
      else if (key_posedge[5]) num <= 4'h9;
      else if (key_posedge[6]) num <= 4'h6;
      else if (key_posedge[7]) num <= 4'h3;
      else if (key_posedge[8]) num <= 4'h0;
      else if (key_posedge[9]) num <= 4'h8;
      else if (key_posedge[10]) num <= 4'h5;
      else if (key_posedge[11]) num <= 4'h2;
      else if (key_posedge[12]) num <= 4'he;
      else if (key_posedge[13]) num <= 4'h7;
      else if (key_posedge[14]) num <= 4'h4;
      else if (key_posedge[15]) num <= 4'h1;
    end else begin
      num <= num;
    end
  end
  always @(posedge clk or negedge rst_n) begin
    if (rst_n == 1'b0) begin
      led <= 0;
    end else if (key_posedge) begin
      led <= key;
    end else begin
      led <= led;
    end
  end
endmodule
```
`run.sh`:
```
#!/bin/bash
# OpenROAD 26Q1-2900-gdf79404cd8, Yosys 0.63+post, stock flow scripts
make -C /OpenROAD-flow-scripts/flow DESIGN_CONFIG=/design/flow/config.mk WORK_HOME=/design/flow/orfs finish
```
==> GITHUB_STEP_SUMMARY <==
### Yosys + OpenROAD results

| Metric | Value |
|---|---|
| Clock root cell | clkbuf_8 |
| Cells along the critical path | clkdlybuf4s50_1 |
| Measured slew at the worst slew-check pin | between 0.8 and 0.9 ns |
| Setup violations, final | 0 |
| Worst Hold Launch | key[11] |
| Post-DR vias/cell | 5.28 |
| Yosys reg bits | around 86 |
| Die Footprint | ~0.0076 mm² |
| RSZ-0062 raised after global routing | no |
| Drt first-iter violations | ~50 |
| Async set or reset register ratio after synthesis | 1.00 |
| Setup TNS | 0 ns |
| YS chip area | approximately 0.0036 mm² |
| Class of the most critical setup path | reg2out |
| Die height | ~87 µm |
| R2R Setup Slk | approximately 2.3 ns |
| First-pass GRT wire length | between 10 and 15 mm |
| Max_slew headroom | 0.460 |
| Dpl hpwl | about 4.5 mm |
| Hold crit path type | reg2reg |
| Clk latency late pin | between 0.3 and 0.4 ns |
| Ant diodes | 0 |
| Critical Path Fanout Max | 6 |
| Crit path DAT | between 1 and 1.5 ns |
| Max Clock Skew | between 0.01 and 0.015 ns |
| Syn avg cell area | 11.9 µm² |
| Max Root-Sink Buffers | 2 |
| CTS tree | done |
| Tcrit/Tclk final | 0.511 |
| Area delta synth->final | 16.3% |
| Setup WS post-layout | between 2 and 2.5 ns |
| CP bufs+invs | 1 |
| Number of enable flip-flop cells | 0 |
| # rows | 30 |
| Run status | finished, final reports clean |
| Avg WL per Cell | 14.7 µm |
| OpenROAD warnings | 26 |
| Final Hold Viols | 0 |
| Antenna violations before repair | 0 |
| FMAX | roughly 430 MHz |
| Cell Type Count | approximately 40 |
| Num ports | 31 |
| Filler Cell Count | roughly 570 |
| Placeable Area | 0.00691 mm² |
| Total grt overflow | 0 |
| Hold Path Depth | 0 |
| Worst VDD drop | around 280 µV |
| CTS sink cnt | 86 |
| PwrDens | around 310 mW/mm² |
| Worst Setup End Kind | primary output |
| Final WL | 6.51 mm |
| Post-CTS Hold Buffers | 0 |
| Slowest stage cell, crit path | dfstp_2 |
| Antenna viol nets, final | 0 |
| Pre-CTS WS | between 2 and 2.5 ns |
| Global-route usage over all layers | 0.196 |
| R2r endpoint | led[11] |
| Postcts setup bufs | 0 |
| Share of layout cells above drive strength 1 | 0.153 |
| Fin crit period | 2.35 ns |
| Via count | approximately 2300 |
| # port buffers | 30 |
| Max H-tree Level | 3 |
| GPL Wtd Cong | slightly below 0.9 |
| Number of global-route vias before repair | approximately 2200 |
| Largest net degree at the start of global routing | around 48 |
| Die Wd | a little under 90 µm |
| Main synth FF type | dfrtp_1 |
| Synth Cell Area | around 0.0036 mm² |
| Slew Viols, Final | 0 |
| Post-Syn Instances | between 300 and 400 |
| DR DRC count | 0 |
| Drt pass-1 iters | 4 |
| Hold EP | key_r[11] |
| Yosys cell count | roughly 310 |
| RR Startpoint | key[9] |
| Crit path DRT | between 3 and 4 ns |
| Max-Cap Viols | 0 |
| Final Power | roughly 1.3 mW |
| TritonCTS Buffers | 9 |
| Startpoint Class | flip-flop |
| Reg2reg path depth | 6 |
| Initial Utilization | 0.528 |
| Reg clk slew, reported paths | roughly 0.08 ns |
| Synth Seq Share | 0.592 |
| Post-CTS sizing | 0 |
| CP top delay family | flip-flops |
| Lkg Pwr | approximately 1.7 nW |
| CP max stage delay | just over 0.6 ns |
| Yosys warns | 3 |
## cell usage in the layout, fill, tap and decap left out, drive strengths merged
| cell type | instances |
|---|---|
| and2 | 2 |
| nor4 | 8 |
| nand3b | 4 |
| a41oi | 1 |
| dfrtp | 81 |
| nor2b | 9 |
| mux2 | 16 |
| xnor2 | 11 |
| nand4 | 6 |
| inv | 7 |
| nor3b | 2 |
| a211o | 1 |
| clkinv | 2 |
| nand2 | 22 |
| a21oi | 6 |
| and3 | 3 |
| a2bb2oi | 1 |
| o21ai | 35 |
| a31oi | 1 |
| ha | 1 |
| clkinvlp | 4 |
| o211ai | 3 |
| nand3 | 13 |
| bufinv | 1 |
| o2bb2ai | 1 |
| buf | 2 |
| or4 | 1 |
| and4 | 5 |
| xor2 | 10 |
| dfstp | 5 |
| nor2 | 21 |
| clkdlybuf4s50 | 30 |
| a222oi | 1 |
| clkbuf | 9 |
| nand2b | 11 |
| nor3 | 6 |
| or2 | 5 |
## registers in the layout, indices dropped and copies added, names as in the netlist, named ones only
| name | flops |
|---|---|
| cnt.cnt | 24 |
| key | 16 |
| key_r | 16 |
| led | 16 |
| col | 4 |
| num | 4 |
| current_state | 2 |
| en | 1 |
## metal layers
layer  global-route usage  up-vias  wire (µm)
met1                0.303     1144       3030
met3               0.0327       10        190
li1                     -     1149          -
met2                0.316       34       3190
met4               0.0313        0        106
met5                    0        -          0
## stage by stage
| step | instances | instance area [µm²] | util | hold WS, ns |
|---|---|---|---|---|
| final | 443 | 4240 | 0.614 | 0.431 |
| after global routing | 443 | 4240 | 0.614 | 0.451 |
| after CTS | 443 | 4240 | 0.614 | 0.437 |
| after detailed placement | 427 | 4040 | 0.585 | 0.412 |
| after global placement | 427 | 4040 | 0.585 | 0.406 |
| after floorplan | 305 | 3640 | - | 0.384 |
## logic make-up (layout without fill, tap and decap cells)
logic type / after synthesis / after routing / synth area share
simple gates: 118 / 118 / 0.193
flops: 86 / 86 / 0.592
compound gates: 50 / 50 / 0.0766
xor+xnor: 21 / 21 / 0.0505
mux: 16 / 16 / 0.0659
buf+inv: 13 / 55 / 0.0185
fa+ha+maj: 1 / 1 / 0.00343
## Yosys cell counts (3+ instances only)
cell type,instances,area [µm²]
a21oi_1,6,30.0
and3_1,3,18.8
and4_1,5,43.8
buf_2,3,15.0
dfrtp_1,81,2030
dfstp_2,5,131
inv_1,7,26.3
mux2_4,16,240
nand2_1,22,82.6
nand2b_1,11,68.8
nand3_1,12,60.1
nand3b_1,4,30.0
nand4_1,5,31.3
nor2_1,21,78.8
nor2b_1,8,50.1
nor3_1,4,20.0
nor4_1,6,37.5
o211ai_1,3,22.5
o21ai_1,33,165
or2_4,5,43.8
xnor2_1,11,96.3
xor2_1,10,87.6
## final cells by class
type,count,area (µm²),area share
tap,96,120,0.0283
clock inverter,7,73.8,0.0174
multi-input combinational,206,1420,0.335
sequential,86,2160,0.509
inverter,7,27.5,0.00650
clock buffer,9,124,0.0292
timing repair buffer,32,315,0.0744
## how the worst max path moves through the flow
stage	startpoint	to	slack, ns	cells past startpoint
4_1_cts	col[1]	col[1]	2.23	1
5_1_grt	col[2]	col[2]	2.20	1
6_report	col[2]	col[2]	2.25	1
## power by group
group          total (mW)  internal [mW]  switching (mW)
logic              0.0215        0.00442          0.0170
clock network       0.520          0.252           0.268
registers           0.755          0.755               0
Power figures rest on the tool's default switching activity, not on a simulated workload.
