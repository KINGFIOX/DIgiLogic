==> design.v <==
`timescale 1ns / 1ps
module display
	#(parameter F=10000)
	(
		output reg [7:0] out,
		output reg [7:0] led_en,
		input [3:0] dk7, dk6, dk5, dk4, dk3, dk2, dk1, dk0,
		input clk,
		input rst
	);
	wire [2:0] sel;
	dp_cnt cnt(
		.sel(sel),
		.clk(clk),
		.rst(rst),
		.en(1'b1)
	);
	defparam cnt.F = F;
	wire [7:0] mid_out, mid_en;
	dp_mux mux(
		.out(mid_out),
		.led_en(mid_en),
		.sel(sel),
		.dk7(dk7),
		.dk6(dk6),
		.dk5(dk5),
		.dk4(dk4),
		.dk3(dk3),
		.dk2(dk2),
		.dk1(dk1),
		.dk0(dk0)
	);
	always @(*) begin
		out = mid_out;
		led_en = mid_en;
	end
endmodule
`timescale 1ns / 1ps
module dp_cnt #(
    parameter F = 10000
)   
(
    output reg [2:0] sel,
    input clk,
    input rst,
    input en   
);
  reg [20:0] cnt;
  reg cnt_inc;
  wire rst_n = ~rst;
  wire cnt_end = cnt_inc & (cnt == F);
  always @(posedge clk or negedge rst_n) begin
    if (~rst_n) begin
      cnt_inc <= 1'b0;
    end else if (en) begin
      cnt_inc <= 1'b1;
    end else if (cnt_end) begin
      cnt_inc <= 1'b0;
    end
  end
  always @(posedge clk or negedge rst_n) begin
    if (~rst_n) begin
      cnt <= 21'h0;
    end else if (cnt_end) begin
      cnt <= 21'h0;
    end else if (cnt_inc) begin
      cnt <= cnt + 21'h1;
    end
  end
  always @(posedge clk or negedge rst_n) begin
    if (~rst_n) begin
      sel <= 3'b000;
    end   
    else if (cnt_end) begin
      case (sel)
        3'b000: sel <= 3'b001;
        3'b001: sel <= 3'b010;
        3'b010: sel <= 3'b011;
        3'b011: sel <= 3'b100;
        3'b100: sel <= 3'b101;
        3'b101: sel <= 3'b110;
        3'b110: sel <= 3'b111;
        3'b111: sel <= 3'b000;
      endcase
    end
  end
endmodule
`timescale 1ns / 1ps
module dp_mux(
    output reg [7:0] out,        
    output reg [7:0] led_en,     
    input wire [2:0] sel,        
    input wire [3:0] dk7, dk6, dk5, dk4, dk3, dk2, dk1, dk0   
);
    reg [3:0] mid;
    always @(*) begin
        case (sel)
            3'b000 : begin mid = dk0; led_en = 8'b11111110; end
            3'b001 : begin mid = dk1; led_en = 8'b11111101; end
            3'b010 : begin mid = dk2; led_en = 8'b11111011; end
            3'b011 : begin mid = dk3; led_en = 8'b11110111; end
            3'b100 : begin mid = dk4; led_en = 8'b11101111; end
            3'b101 : begin mid = dk5; led_en = 8'b11011111; end
            3'b110 : begin mid = dk6; led_en = 8'b10111111; end
            3'b111 : begin mid = dk7; led_en = 8'b01111111; end
        endcase
    end
    always @(*) begin
        case (mid)
            4'h0 : out = 8'b10000001;
            4'h1 : out = 8'b11110011;
            4'h2 : out = 8'b01001001;
            4'h3 : out = 8'b01100001;
            4'h4 : out = 8'b00110011;
            4'h5 : out = 8'b00100101;
            4'h6 : out = 8'b00000101;
            4'h7 : out = 8'b11110001;
            4'h8 : out = 8'b00000001;
            4'h9 : out = 8'b00110001;
            4'ha : out = 8'b00010001;
            4'hb : out = 8'b00000111;
            4'hc : out = 8'b01001111;
            4'hd : out = 8'b01000011;
            default : out = 8'b11111111;
        endcase
    end
endmodule
==> run.sh <==
#!/bin/bash
# OpenROAD 26Q1-2900-gdf79404cd8, Yosys 0.63+post, stock flow scripts
make -C /OpenROAD-flow-scripts/flow DESIGN_CONFIG=/design/flow/config.mk WORK_HOME=/design/flow/orfs finish
==> config.mk <==
export PLATFORM = sky130hd
export DESIGN_NAME = display
export DESIGN_NICKNAME = display
export VERILOG_FILES = /design/flow/design.v
export SDC_FILE = /design/flow/constraint.sdc
export NUM_CORES = 4
export LEC_CHECK = 1
export CORE_AREA = 10 10 108 108
export DIE_AREA = 0 0 118 118
==> constraint.sdc <==
current_design display

set clk_period 3.8
set clk_io_pct 0.2

create_clock -name clk0 -period $clk_period [get_ports {clk}]

set non_clock_inputs [all_inputs -no_clocks]
set_input_delay [expr $clk_period * $clk_io_pct] -clock clk0 $non_clock_inputs
set_output_delay [expr $clk_period * $clk_io_pct] -clock clk0 [all_outputs]
==> flow_metrics.env <==
# source this file to load flow results
export IMPL_status="completed"
export IMPL_die_w_um=118
export IMPL_slew_headroom_pct=48.3
export IMPL_ff_type="dfrtp_1"
export IMPL_fmax_mhz=269
export IMPL_worstSetupStartpointType="input port"
export IMPL_area_growth_pct=47.2
export IMPL_synthesis_area_um2=1860
export IMPL_setup_tns_ps=0
export IMPL_min_to="cnt.cnt[20]"
export IMPL_peakVddDrop_mv=0.146
export IMPL_hold_path_class="reg -> reg"
export IMPL_fin_hold_ws_ps=484
export IMPL_grt_pass1_wl_mm=7.90
export IMPL_cpMaxStageDelayCell="clkdlybuf4s50_1"
export IMPL_hold_path_startpoint="cnt.cnt[20]"
export IMPL_dr_first_iter_drc_count=164
export IMPL_clk_pin_slew_ps=80
export IMPL_numCtsBuffers=3
export IMPL_finalCritPeriodShare_pct=97.8
export IMPL_clockBufferDepth=2
export IMPL_yosys_stat_seqShare_pct=33.6
export IMPL_yosys_area_um2=1860
export IMPL_leakage_nw=1.11
export IMPL_met2_usage_pct=9.79
export IMPL_worst_path_buf_inv=4
export IMPL_ys_cells=201
export IMPL_synth_flops=25
export IMPL_slowest_delay_ps=520
export IMPL_final_hold_viol_count=0
export IMPL_warnings=33
export IMPL_drive_above_1_share_pct=20.8
export IMPL_seq_area_um2=628
export IMPL_track_usage_pct=6.59
export IMPL_fillers=983
export IMPL_endpoint_kind="primary output"
export IMPL_drc=0
export IMPL_post_drt_via_cell_ratio=4.30
export IMPL_skew_ps=2.88
export IMPL_avgSynthCellArea_um2=9.25
export IMPL_final_cell_mix="46 x clkdlybuf4s50_1, 23 x nand2_1, 23 x dfrtp_1, 19 x buf_4, 16 x nor2_1"
export IMPL_yosysUniqueCellTypes=51
export IMPL_synth_cells=201
export IMPL_use_met3_pct=1.31
export IMPL_rsz0062_at_grt="true"
export IMPL_synth_edff_count=0
export IMPL_gr_total_overflow=0
export IMPL_worstPathCellList="clkdlybuf4s50_1 > a222oi_1 > nor2_1 > a221oi_4 > inv_2 > buf_4 > mux2i_1 > a221oi_2 > clkdlybuf4s50_1"
export IMPL_setup_violations=0
export IMPL_critical_path_arrival_ps=2960
export IMPL_max_cap_violations=0
export IMPL_io_buffers=48
export IMPL_chip_area_um2=13900
export IMPL_avgRoutedWirePerCell_um=11.9
export IMPL_cp_common_cell="clkdlybuf4s50_1"
export IMPL_timing_rr_end="cnt.sel[2]"
export IMPL_rr_worst_depth=7
export IMPL_crit_fanout=4
export IMPL_drt_pass1_iter_count=4
export IMPL_antenna_cells=0
export IMPL_fp_utilization_pct=20.0
export IMPL_core_region_area_um2=9280
export IMPL_io_pins=50
export IMPL_rows=35
export IMPL_ys_warn_count=3
export IMPL_async_flop_share_pct=100
export IMPL_grt_max_degree=26
export IMPL_power_density_nw_per_um2=232
export IMPL_grt_met1_usage_pct=10.1
export IMPL_critPathRequiredTime_ps=3040
export IMPL_maxSlewViolCount=0
export IMPL_dp_hpwl_mm=3.64
export IMPL_wl_mm=4.69
export IMPL_grt_pass1_vias=1606
export IMPL_cts_tree="built"
export IMPL_cts_sinks=25
export IMPL_htree_num_levels=1
export IMPL_r2r_slack_ps=1600
export IMPL_cts_root_buffer="clkbuf_8"
export IMPL_cp_top_family="buffers and inverters"
export IMPL_p_total_mw=0.636
export IMPL_crit_type="in -> out"
export IMPL_postRouteAntennaNets=0
export IMPL_comb_area_um2=1200
export IMPL_finish_instance_area_um2=2740
export IMPL_clk_latency_ps=260
export IMPL_crit_reg2reg_launch="cnt.cnt[0]"
export IMPL_worst_hold_path_num_cells=1
export IMPL_busiest_layer="met1"
export IMPL_vias=1693
export IMPL_dpl_cell_area_um2=2550
export IMPL_worst_slew_pin_slew_ps=771
export IMPL_period_needed_ps=3720
export IMPL_antenna_found_initial=0
export IMPL_gp_congestion=0.816
export IMPL_die_h_um=118
export IMPL_layout_cells_most_common="clkdlybuf4s50_1"
## cell usage after synthesis, drive strengths merged (2+ instances only)
| library cell | number | area, um2 |
|---|---|---|
| dfrtp | 25 | 626 |
| nand2 | 23 | 86.3 |
| nor2 | 17 | 63.8 |
| xnor2 | 14 | 123 |
| inv | 13 | 48.8 |
| ha | 11 | 138 |
| nand3 | 10 | 50.1 |
| buf | 9 | 55.0 |
| a22oi | 7 | 52.6 |
| nand4 | 6 | 52.6 |
| mux2i | 5 | 50.1 |
| xor2 | 5 | 43.8 |
| a21oi | 4 | 20.0 |
| a222oi | 4 | 40.0 |
| nor3 | 4 | 25.0 |
| o21ai | 4 | 20.0 |
| a221oi | 3 | 45.0 |
| a31oi | 3 | 18.8 |
| mux2 | 3 | 41.3 |
| a41oi | 2 | 25.0 |
| nand2b | 2 | 12.5 |
| nand3b | 2 | 15.0 |
| nor3b | 2 | 15.0 |
| nor4 | 2 | 12.5 |
| o22ai | 2 | 12.5 |
| or3 | 2 | 12.5 |
## where the power goes
| part | leakage, nW | internal [mW] | total (mW) | switching [mW] |
|---|---|---|---|---|
| clock network | 0.0255 | 0.0732 | 0.151 | 0.0781 |
| registers | 0.334 | 0.291 | 0.331 | 0.0393 |
| logic | 0.752 | 0.0960 | 0.154 | 0.0582 |
| total | 1.11 | 0.461 | 0.636 | 0.176 |
## state kept, by name (all words and copies together), names as in the netlist
register / count
cnt.sel: 3
cnt.cnt_inc: 1
cnt.cnt: 21
## per-stage QoR
stage                     setup WS, ps  cells  util (%)
final                             82.4    394      29.5
after global routing             -37.1    394      29.5
after CTS                         19.0    389      28.2
after detailed placement         -28.1    383      27.5
after global placement            19.3    383      27.5
after floorplan                    806    202         -
## cells by family after synthesis
logic type / after synthesis / share of synthesized area, %
AOI/OAI and AO/OA: 35 / 16.2
adders and majority gates: 11 / 7.40
and+or+nand+nor: 79 / 22.8
buffers and inverters: 23 / 5.85
other: 1 / 0.202
xor gates and xnor gates: 19 / 8.95
muxes: 8 / 4.91
DFF: 25 / 33.6
## worst max-delay path by stage
stage	start	endpoint	depth (start not counted)
4_1_cts	dk2[1]	out[5]	9
5_1_grt	dk2[1]	out[7]	9
6_report	dk2[1]	out[7]	9
## layout make-up
class / instances / area share [%]
well taps: 129 / 5.90
repair buffers: 69 / 23.6
clock inverters: 1 / 0.183
multi-input cells: 154 / 44.0
clock buffers: 3 / 1.51
inverters: 13 / 1.78
flip-flops and latches: 25 / 23.0
## routing by layer
layer,part of all wire (%),vias up,routed length (um)
li1,-,849,-
met5,0,-,0
met4,0.45,0,21
met2,40,54,1890
met1,55,788,2570
met3,4.4,2,205
## timing repair
action / 4_1_cts / 5_1_grt
pin swaps: 3 / 7
endpoints found under the setup margin: 7 / 6
hold endpoints to repair: 0 / 0
resized: 5 / 18
hold buffers: 0 / 0
setup buffers: 2 / 5
No activity file was given, so power comes from the tool's default toggle rates.
