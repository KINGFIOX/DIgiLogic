===== ./design.v =====
`timescale 1ns / 1ps
module cal #(
    parameter CNT_THRESHOLD = 100000 - 1
) (
    output wire [15:0] out1,   
    output reg [15:0] out2,   
    output wire [3:0] col,   
    input wire [3:0] row,   
    input wire rst,   
    input wire s2,   
    input wire s3,   
    input wire s4,   
    input wire s5,   
    input clk
);
  wire rst_n = ~rst;
  wire [3:0] num;
  wire en;
  keyboard #(CNT_THRESHOLD) k (
      .col(col),
      .num(num),
      .en (en),
      .rst(rst),
      .clk(clk),
      .row(row)
  );
  parameter IDLE = 6'b111111;
  parameter S0 = 6'b111110;
  parameter S1 = 6'b111101;
  parameter S2 = 6'b111011;
  parameter S3 = 6'b110111;
  parameter S4 = 6'b101111;
  parameter S5 = 6'b011111;
  reg [5:0] current_state, next_state;
  wire [3:0] M;
  wire check;
  en_check ec (
      .check(check),
      .method(M),
      .num(num)
  );
  always @(posedge clk or negedge rst_n) begin
    if (~rst_n) current_state <= IDLE;
    else begin
      current_state <= next_state;
    end
  end
  always @(*) begin
    case (current_state)
      IDLE: begin
        if (s2) begin
          next_state <= IDLE;
        end else if (check) begin
          next_state <= IDLE;
        end else if (en) begin
          next_state <= S0;
        end else begin
          next_state <= IDLE;
        end
      end
      S0: begin
        if (s2) begin
          next_state <= S5;
        end else if (check) begin
          next_state <= S2;
        end else if (en) begin
          next_state <= S1;
        end else begin
          next_state <= S0;
        end
      end
      S1: begin
        if (s2) begin
          next_state <= S5;
        end else if (check) begin
          next_state <= S2;
        end else if (en) begin
        end else begin
          next_state <= S1;
        end
      end
      S2: begin
        if (s2) begin
          next_state <= IDLE;
        end else if (check) begin
        end else if (en) begin
          next_state <= S3;
        end else begin
          next_state <= S2;
        end
      end
      S3: begin
        if (s2) begin
          next_state <= S5;
        end else if (check) begin
        end else if (en) begin
          next_state <= S4;
        end else begin
          next_state <= S3;
        end
      end
      S4: begin
        if (s2) begin
          next_state <= S5;
        end else if (check) begin
        end else if (en) begin
        end else begin
          next_state <= S4;
        end
      end
      S5: begin
        if (s2) begin
        end else if (check) begin
          next_state <= S2;
        end else if (en) begin
          next_state <= S0;
        end else begin
          next_state <= S5;
        end
      end
    endcase
  end
  reg [7:0] a, b;
  reg [3:0] method;
  reg is_method;
  wire [15:0] cu_out;
  cal_util cu (
      .ans(cu_out),
      .method(method),
      .a(a),
      .b(b)
  );
  always @(posedge clk or negedge rst_n) begin
    if (~rst_n) begin
      a <= 0;
      b <= 0;
      method <= 4'b1111;
      is_method <= 0;
    end else begin
      case (current_state)
        IDLE: begin
          if (s2) begin
            a <= 0;
            b <= 0;
            method <= 4'b1111;
            is_method <= 0;
          end else if (check) begin
            a <= 0;
            b <= 0;
            method <= 4'b1111;
          end else if (en) begin
            a <= num;
            b <= 0;
            method <= 4'b1111;
            is_method <= 0;
          end
        end
        S0: begin
          if (s2) begin
            a <= a;
            b <= 0;
            method <= 4'b1111;
            is_method <= 0;
          end else if (check) begin
            a <= a;
            b <= 0;
            method <= M;   
            is_method <= 1;
          end else if (en) begin
            a <= a * 10 + num;
            b <= 0;
            method <= 4'b1111;
            is_method <= 0;
          end
        end
        S1: begin
          if (s2) begin
            a <= a;
            b <= 0;
            method <= 4'b1111;
            is_method <= 0;
          end else if (check) begin
            a <= a;
            b <= 0;
            method <= M;   
            is_method <= 1;
          end else if (en) begin
            a <= a;
            b <= b;
            method <= method;
            is_method <= 0;
          end
        end
        S2: begin
          if (s2) begin
            a <= 0;
            b <= 0;
            method <= 4'b1111;
            is_method <= 0;
          end else if (check) begin
            a <= a;
            b <= b;
            method <= method;
            is_method <= 1;
          end else if (en) begin
            a <= a;
            b <= num;
            method <= method;
            is_method <= 0;
          end
        end
        S3: begin
          if (s2) begin
            a <= cu_out % 100;   
            b <= 0;
            method <= 4'b1111;
            is_method <= 0;
          end else if (check) begin
            a <= a;
            b <= b;
            method <= method;
            is_method <= 0;
          end else if (en) begin
            a <= a;
            b <= b * 10 + num;
            method <= method;
            is_method <= 0;
          end
        end
        S4: begin
          if (s2) begin
            a <= cu_out % 100;   
            b <= 0;
            method <= 4'b1111;
            is_method <= 0;
          end else if (check) begin
            a <= a;
            b <= b;
            method <= method;
            is_method <= 0;
          end else if (en) begin
            a <= a;
            b <= b;
            method <= method;
            is_method <= 0;
          end
        end
        S5: begin
          if (s2) begin
            a <= a;
            b <= b;
            method <= method;
            is_method <= 0;
          end else if (check) begin
            a <= a;
            b <= b;
            method <= M;   
            is_method <= 1;
          end else if (en) begin
            a <= num;
            b <= 0;
            method <= 4'b1111;
            is_method <= 0;
          end
        end
      endcase
    end
  end
  wire [1:0] rsel;   
  reg writable;   
  reg [1:0] wsel;   
  reg [15:0] in_d;   
  wire [15:0] rem_out;
  dff4 d4 (
      .q(rem_out),   
      .clk(clk),
      .rst(rst),
      .en(writable),   
      .d(in_d),   
      .wsel(wsel),
      .rsel(rsel)
  );
  reg  [15:0] d2b_in2;
  wire [15:0] d2b_out2;
  dec2bcd d2b2 (
      .bcd(d2b_out2),
      .decimal(d2b_in2)
  );
  always @(*) begin
    d2b_in2 = rem_out;
    out2 = d2b_out2;
  end
  s3s5_control s3s5c (
      .rsel(rsel),
      .s3  (s3),
      .s5  (s5),
      .clk (clk),
      .rst (rst)
  );
  reg s4_sig_r0, s4_sig_r1;
  wire s4_eco;
  btn_stable bs4 (
      .key_out(s4_eco),
      .key_in(s4),
      .clk(clk),
      .rst(rst)
  );
  defparam bs4.F = CNT_THRESHOLD;
  always @(posedge clk or negedge rst_n) begin
    if (~rst_n) begin
      s4_sig_r0 <= 1'b0;
    end else begin
      s4_sig_r0 <= s4_eco;   
    end
  end
  always @(posedge clk) begin
    if (rst) begin
      s4_sig_r1 <= 1'b0;
    end else begin
      s4_sig_r1 <= s4_sig_r0;
    end
  end
  wire s4_pos = ~s4_sig_r1 & s4_sig_r0;
  always @(posedge clk or negedge rst_n) begin
    if (~rst_n) begin
      wsel <= 0;
      writable <= 0;
      in_d <= 0;
    end else begin
      case (current_state)
        S3: begin
          if (s2) begin
            writable <= 0;
            wsel <= wsel;
            in_d <= cu_out;
          end else begin
            writable <= 0;
            wsel <= wsel;
            in_d <= in_d;
          end
        end
        S4: begin
          if (s2) begin
            writable <= 0;
            in_d <= cu_out;
            wsel <= wsel;
          end else begin
            writable <= 0;
            wsel <= wsel;
            in_d <= in_d;
          end
        end
        S5: begin
          if (s4_pos) begin
            writable <= 1;
            in_d <= in_d;
            if (wsel == 2'b11) begin
              wsel <= 2'b00;
            end else begin
              wsel <= wsel + 1;
            end
          end else begin
            wsel <= wsel;
            in_d <= in_d;
            writable <= 0;
          end
        end
        default: begin
          wsel <= wsel;
          writable <= 0;
          in_d <= 0;
        end
      endcase
    end
  end
  reg [15:0] seq;
  always @(posedge clk or negedge rst_n) begin
    if (~rst_n) begin
      seq <= 0;
    end else begin
      case (current_state)
        IDLE: begin
          if (s2) begin
            seq <= 0;
          end else if (check) begin
            seq <= 0;
          end else if (en) begin
            seq <= num;
          end
        end
        S0: begin
          if (s2) begin
            seq <= seq;
          end else if (check) begin   
            case (M)
              4'b1110: begin
                seq <= {seq[11:0], 4'ha};
              end
              4'b1101: begin
                seq <= {seq[11:0], 4'hb};
              end
              4'b1011: begin
                seq <= {seq[11:0], 4'hc};
              end
              4'b0111: begin
                seq <= {seq[11:0], 4'hd};
              end
              default: begin
                seq <= seq;
              end
            endcase
          end else if (en) begin
            seq <= {seq[11:0], num};
          end
        end
        S1: begin
          if (s2) begin
            seq <= seq;
          end else if (check) begin   
            case (M)
              4'b1110: begin
                seq <= {seq[11:0], 4'ha};
              end
              4'b1101: begin
                seq <= {seq[11:0], 4'hb};
              end
              4'b1011: begin
                seq <= {seq[11:0], 4'hc};
              end
              4'b0111: begin
                seq <= {seq[11:0], 4'hd};
              end
              default: begin
                seq <= seq;
              end
            endcase
          end else if (en) begin
            seq <= seq;
          end
        end
        S2: begin
          if (s2) begin
            seq <= 0;
          end else if (check) begin
            seq <= seq;
          end else if (en) begin
            seq <= {seq[11:0], num};
          end
        end
        S3: begin
          if (s2) begin
            seq[15:12] <= cu_out / 1000;
            seq[11:8]  <= (cu_out / 100) % 10;
            seq[7:4]   <= (cu_out / 10) % 10;
            seq[3:0]   <= cu_out % 10;
          end else if (check) begin
            seq <= seq;
          end else if (en) begin
            seq <= {seq[11:0], num};
          end
        end
        S4: begin
          if (s2) begin
            seq[15:12] <= cu_out / 1000;
            seq[11:8]  <= (cu_out / 100) % 10;
            seq[7:4]   <= (cu_out / 10) % 10;
            seq[3:0]   <= cu_out % 10;
          end else if (check) begin
            seq <= seq;
          end else if (en) begin
            seq <= seq;
          end
        end
        S5: begin
          if (s2) begin
            seq <= seq;
          end else if (check) begin   
            case (M)
              4'b1110: begin
                seq <= {seq[11:0], 4'ha};
              end
              4'b1101: begin
                seq <= {seq[11:0], 4'hb};
              end
              4'b1011: begin
                seq <= {seq[11:0], 4'hc};
              end
              4'b0111: begin
                seq <= {seq[11:0], 4'hd};
              end
              default: begin
                seq <= seq;
              end
            endcase
          end else if (en) begin
            seq <= num;
          end
        end
      endcase
    end
  end
  assign out1 = seq;
endmodule
module en_check (
    output reg check,
    output reg [3:0] method,
    input [3:0] num
);
  always @(*) begin
    case (num)
      4'ha: begin   
        check  = 1'b1;
        method = 4'b1110;
      end
      4'hb: begin   
        check  = 1'b1;
        method = 4'b1101;
      end
      4'hc: begin   
        check  = 1'b1;
        method = 4'b1011;
      end
      4'hd: begin   
        check  = 1'b1;
        method = 4'b0111;
      end
      default: begin
        check  = 1'b0;
        method = 4'b1111;
      end
    endcase
  end
endmodule
module cal_util (
    output reg [15:0] ans,
    input [3:0] method,
    input [7:0] a,
    input [7:0] b
);
  always @(*) begin
    case (method)
      4'b1110: begin
        ans = a + b;
      end
      4'b1101: begin
        ans = a - b;
      end
      4'b1011: begin
        ans = a * b;
      end
      4'b0111: begin
        ans = a / b;
      end
      default: begin
        ans = 0;
      end
    endcase
  end
endmodule
module dec2bcd (
    output reg  [15:0] bcd,
    input  wire [15:0] decimal
);
  always @(*) begin
    bcd[15:12] = (decimal / 1000) % 10;   
    bcd[11:8]  = (decimal / 100) % 10;   
    bcd[7:4]   = (decimal / 10) % 10;   
    bcd[3:0]   = decimal % 10;   
  end
endmodule
module s3s5_control #(
    parameter F = 15000 - 1
) (
    output reg [1:0] rsel,
    input wire s3,
    input wire s5,
    input wire clk,
    input wire rst
);
  wire rst_n = ~rst;
  reg s3_sig_r0, s3_sig_r1;
  wire s3_eco;
  btn_stable bs3 (
      .key_out(s3_eco),
      .key_in(s3),
      .clk(clk),
      .rst(rst)
  );
  defparam bs3.F = F;
  always @(posedge clk or negedge rst_n) begin
    if (~rst_n) begin
      s3_sig_r0 <= 1'b0;
    end else begin
      s3_sig_r0 <= s3_eco;   
    end
  end
  always @(posedge clk) begin
    if (rst) begin
      s3_sig_r1 <= 1'b0;
    end else begin
      s3_sig_r1 <= s3_sig_r0;
    end
  end
  wire s3_pos = ~s3_sig_r1 & s3_sig_r0;
  reg s5_sig_r0, s5_sig_r1;
  wire s5_eco;
  btn_stable bs5 (
      .key_out(s5_eco),
      .key_in(s5),
      .clk(clk),
      .rst(rst)
  );
  defparam bs5.F = F;
  always @(posedge clk or negedge rst_n) begin
    if (~rst_n) begin
      s5_sig_r0 <= 1'b0;
    end else begin
      s5_sig_r0 <= s5_eco;
    end
  end
  always @(posedge clk) begin
    if (rst) begin
      s5_sig_r1 <= 1'b0;
    end else begin
      s5_sig_r1 <= s5_sig_r0;
    end
  end
  wire s5_pos = ~s5_sig_r1 & s5_sig_r0;
  always @(posedge clk or negedge rst_n) begin
    if (~rst_n) begin
      rsel <= 0;
    end else begin
      case ({
        s3_pos, s5_pos
      })
        2'b00: begin
          rsel <= rsel;
        end
        2'b11: begin
          rsel <= rsel;
        end
        2'b01: begin   
          if (rsel == 2'b11) rsel <= 2'b00;
          else rsel <= rsel + 1;
        end
        2'b10: begin   
          if (rsel == 2'b00) rsel <= 2'b11;
          else rsel <= rsel - 1;
        end
        default: begin
          rsel <= rsel;
        end
      endcase
    end
  end
endmodule
module btn_stable #(
    parameter F = 15000 - 1
) (
    output reg key_out,
    input key_in,
    input clk,
    input rst
);
  wire rst_n = ~rst;
  reg [19:0] cnt;
  reg key_cnt;
  always @(posedge clk or negedge rst_n) begin
    if (rst_n == 1'b0) key_out <= 1'b0;
    else if (cnt == F - 1) key_out <= key_in;
  end
  always @(posedge clk or negedge rst_n) begin
    if (rst_n == 1'b0) cnt <= 20'h0;
    else if (key_cnt) cnt <= cnt + 20'h1;
    else cnt <= 20'h0;
  end
  always @(posedge clk or negedge rst_n) begin
    if (rst_n == 1'b0) key_cnt <= 0;
    else if (key_cnt == 1'b0 && key_in != key_out) key_cnt <= 1'b1;
    else if (cnt == F - 1) key_cnt <= 1'b0;
  end
endmodule

===== ./run.sh =====
#!/bin/bash
# OpenROAD 26Q1-2900-gdf79404cd8, Yosys 0.63+post, stock flow scripts
make -C /OpenROAD-flow-scripts/flow DESIGN_CONFIG=/design/flow/config.mk WORK_HOME=/design/flow/orfs finish

===== ./config.mk =====
export PLATFORM = sky130hd
export DESIGN_NAME = dec2bcd
export DESIGN_NICKNAME = dec2bcd
export VERILOG_FILES = /design/flow/design.v
export SDC_FILE = /design/flow/constraint.sdc
export NUM_CORES = 4
export LEC_CHECK = 1
export CORE_UTILIZATION = 30

===== ./constraint.sdc =====
current_design dec2bcd

set clk_period 30.3
set clk_io_pct 0.2

create_clock -name clk0 -period $clk_period

set non_clock_inputs [all_inputs -no_clocks]
set_input_delay [expr $clk_period * $clk_io_pct] -clock clk0 $non_clock_inputs
set_output_delay [expr $clk_period * $clk_io_pct] -clock clk0 [all_outputs]

==> results_dict.tcl <==
# collected from the flow reports
set metrics [dict create \
    status "complete, no violations" \
    power.density_nw_per_um2 79.1 \
    ys_seq_share_pct 0 \
    grt_max_degree 40 \
    chip_area_um2 33500 \
    die_h_um 183 \
    setup_viol 0 \
    rows 65 \
    drt_iter0_markers 1223 \
    grt_pass1_vias 10700 \
    cap_violations 0 \
    worst_slack_ns 5.67 \
    logic_area_um2 9110 \
    worst_slew_pin_slew_ns 0.916 \
    ant_nets 0 \
    max_freq_ghz 0.0406 \
    ir_worst_vdd_mv 0.0622 \
    final_cell_mix "nand2_1, nor2_1, a21oi_1, o21ai_0, nand3_1" \
    place_ws_ns 5.98 \
    synthCells 1548 \
    final_layout_size_suffix_gt1_share_pct 7.92 \
    crit_path_end_kind "output port" \
    crit_top_cell "nor2_1" \
    num-fill-cells 3465 \
    wl_um 32300 \
    grt_pass1_wl_um 54200 \
    cpPeakStageDelay_ns 0.67 \
    pin_count 32 \
    synth_area_um2 9840 \
    drc_errors 0 \
    finalClockPeriodUsage_pct 81.3 \
    fp_util_pct 30.9 \
    lay_top_count "nand2_1" \
    final-hold-violation-count 0 \
    hp-start "decimal[0]" \
    globalplace.congestion 0.944 \
    dr.pass1.iters 6 \
    crit_type "input port to output port" \
    synth_chip_area_um2 9840 \
    yosysWarnings 1 \
    io_buffers 32 \
    openroad.warnings 33 \
    flop_area_um2 0 \
    wire_per_inst_um 16.6 \
    cts_hold_buf 0 \
    ctsResizeCount 0 \
    final.min_clock_period_ns 24.63 \
    leakage_nw 3.42 \
    synthToLayoutAreaGrowth_pct 4.96 \
    ys_cells 1548 \
    antenna_cells 0 \
    whs_ns 13.06 \
    worstPathArrival_ns 18.57 \
    core_um2 31900 \
    synth_area_per_cell_um2 6.36 \
    via_per_inst 6.22 \
    crit_family "AND-OR/OR-AND gates" \
    crit_slowest_cell "or4_1" \
    hpwlAfterDp_um 24300 \
    yosysUniqueCellTypes 117 \
    maxSlewHeadroom_pct 38.1 \
    worstHoldEndpoint "bcd[0]" \
    gr-total-overflow 0 \
    die_x_um 183 \
    total_power_uw 817 \
    crit_fanout 36 \
    cp.required_ns 24.24 \
    cts_setup_buffers 0 \
    grt_util_all_layers_pct 19.2 \
    vias 12100 \
    nClkBuffers 0 \
    grt_setup_unrepaired "false" \
    path_buffers 4 \
    hold_depth 2 \
    final_max_slew_viol_count 0 \
    fin_setup_tns_ns 0 \
    hp-class "input port to output port" \
    antenna_found_initial 0 \
    cp-start-kind "input port" \
    flops 0 \
]
[per-layer routing]
layer  global-route usage, %  share of wire (%)  vias to the layer above  wire length [um]
li1                        -                  -                     5972                 -
met1                    28.2                 47                     5567             15100
met2                    30.6                 45                      453             14500
met3                    1.21                6.2                       59              1990
met4                    4.33                2.1                        0               693
met5                       0                  0                        -                 0
[where the power goes]
| group | total [mW] | internal (mW) | switching (mW) |
|---|---|---|---|
| Sequential | 0 | 0 | 0 |
| Combinational | 0.817 | 0.325 | 0.492 |
| Clock | 0 | 0 | 0 |
[cells in the mapped netlist (15+ instances only)]
| cell type | number | area (um2) |
|---|---|---|
| buf_2 | 21 | 105 |
| o21a_1 | 15 | 113 |
| a31oi_1 | 39 | 244 |
| nand4_1 | 22 | 138 |
| nand3_1 | 62 | 310 |
| o31ai_1 | 25 | 188 |
| buf_6 | 16 | 180 |
| nand2b_1 | 22 | 138 |
| a211oi_1 | 28 | 210 |
| nor3_1 | 59 | 295 |
| or3_1 | 16 | 100 |
| and3_1 | 23 | 144 |
| xnor2_1 | 60 | 526 |
| nor4_1 | 18 | 113 |
| nor2_1 | 156 | 586 |
| nand2_1 | 160 | 601 |
| o211ai_1 | 25 | 188 |
| a211o_1 | 20 | 175 |
| clkbuf_1 | 49 | 184 |
| and2_1 | 18 | 113 |
| o2111ai_1 | 16 | 140 |
| maj3_1 | 15 | 150 |
| inv_1 | 37 | 139 |
| a21oi_1 | 109 | 546 |
| o21ai_0 | 109 | 546 |
| nor2b_1 | 17 | 106 |
[worst max path at each step]
stage,from,cells after the start,end
finish,decimal[14],37,bcd[7]
global route,decimal[14],38,bcd[7]
CTS,decimal[14],37,bcd[7]
[area by class of cell]
cell class | count | area share [%]
well taps | 435 | 5.27
multi-input cells | 1402 | 88.1
inverters | 42 | 1.53
repair buffers | 59 | 5.06
[cells by family (layout without fill, tap and decap cells)]
kind of cell / after synthesis / count (layout) / share of synthesized area (%)
and+or+nand+nor: 653 / 653 / 34.0
AOI/OAI and AO/OA: 626 / 626 / 46.3
buffers and inverters: 146 / 101 / 7.60
xor gates and xnor gates: 69 / 69 / 6.14
adders and majority gates: 28 / 28 / 3.17
muxes: 26 / 26 / 2.80
[per-stage QoR]
stage	utilization, %	cell area, um2	instances
2_1_floorplan	-	9840	1548
3_3_place_gp	32.4	10300	1938
3_5_place_dp	32.4	10300	1938
4_1_cts	32.4	10300	1938
5_1_grt	32.4	10300	1938
6_report	32.4	10300	1938
Power figures rest on the tool's default switching activity, not on a simulated workload.
